==> design/flow/design.v <==
module CalcImmediate(
    input [31:0] instr,
    output [6:0] opcode,
    output [2:0] funct3,
    output [6:0] funct7,
    output [31:0] i_imm_32, s_imm_32, b_imm_32, u_imm_32, j_imm_32, shamt_32, imm32
);
assign opcode = instr[6:0];
assign funct3 = instr[14:12];
assign funct7 = instr[31:25];
assign i_imm_32 = { {20{instr[31]}}, instr[31:20]};  
assign s_imm_32 = { {20{instr[31]}}, instr[31:25], instr[11:7]};  
assign b_imm_32 = { {20{instr[31]}}, instr[7], instr[30:25], instr[11:8], 1'b0};  
assign u_imm_32 = { instr[31:12], 12'b000000000000};  
assign j_imm_32 = { {12{instr[31]}}, instr[19:12], instr[20], instr[30:21], 1'b0};  
assign shamt_32 = {27'b000000000000000000000000000, instr[24:20]};
assign imm32 =  (opcode == 7'b0010011 && funct3 == 3'b001)? shamt_32:   
                (opcode == 7'b0010011 && funct3 == 3'b101)? shamt_32:   
                (opcode == 7'b0010011)? i_imm_32:   
                (opcode == 7'b0000011  )? i_imm_32:   
                (opcode == 7'b0100011 )? s_imm_32:   
                (opcode == 7'b1100011)? b_imm_32:   
                (opcode == 7'b1101111   )? j_imm_32:   
                (opcode == 7'b1100111  )? i_imm_32:   
                (opcode == 7'b0010111 )? u_imm_32:   
                (opcode == 7'b0110111   )? u_imm_32:   
                0;   
endmodule
==> design/flow/run.sh <==
#!/bin/bash
# OpenROAD 26Q1-2900-gdf79404cd8, Yosys 0.63+post, stock flow scripts
make -C /OpenROAD-flow-scripts/flow DESIGN_CONFIG=/design/flow/config.mk WORK_HOME=/design/flow/orfs finish
==> design/flow/config.mk <==
export PLATFORM = sky130hd
export DESIGN_NAME = CalcImmediate
export DESIGN_NICKNAME = CalcImmediate
export VERILOG_FILES = /design/flow/design.v
export SDC_FILE = /design/flow/constraint.sdc
export NUM_CORES = 4
export LEC_CHECK = 1
export CORE_AREA = 10 10 113 113
export DIE_AREA = 0 0 123 123
==> design/flow/constraint.sdc <==
current_design CalcImmediate

set clk_period 7.0
set clk_io_pct 0.2

create_clock -name clk0 -period $clk_period

set non_clock_inputs [all_inputs -no_clocks]
set_input_delay [expr $clk_period * $clk_io_pct] -clock clk0 $non_clock_inputs
set_output_delay [expr $clk_period * $clk_io_pct] -clock clk0 [all_outputs]
==> notes.md <==
run metrics: final count of negative-setup-slack endpoints=0, CP most frequent cell=clkdlybuf4s50_1, Synth area leader=buf_4, Setup crit end kind=output pin, Core Util at FP=0.2190, Post-Route WL=roughly 8.7 mm, CTS resizes=0, core area=10320 µm², Synth top area share=0.6940, WS Path Type=input port to output pin, final hold slack=3.500 ns, XOR Share, Synth=0, CP top delay family=buffers and inverters, area fraction in compound gates=0.1605, port buffer count=approximately 230, RSZ-0062 raised after global routing=no, Tightest Pin Transition=0.6414 ns, Setup TNS=0 ns, Critical-path top delay cell=clkdlybuf4s50_1, antenna cells=0, syn_area_per_cell=7.317 µm², CTS Hold Buffers Added=0, Cell Chain, Critical Path=clkdlybuf4s50_1, and4bb_4, and3_4, nand2_1, a211oi_1, clkdlybuf4s50_1, Rows=37, Cell Int Power=roughly 0.00011 W, CP Launch Point=instr[3], Crit path largest cell delay=~0.67 ns, post-synthesis sequential area ratio=0, antenna-violating nets left=0, Comb power frac=1.000, synth warn=0, seq_cells=0, hold crit path type=input port to output pin, Worst path depth=6, CP arrival=between 3 and 4 ns, vias in the first global route=around 1900, yosys adder share=0, sw frac=0.2818, die width=123 µm, initial antenna violation count=0, clock power share=0, Final Hold Fails=0, Vias per Instance=3.686, pin count of the biggest net entering global routing=79, Critical Path Sink=imm32[29], Logic family by area=buffers and inverters, filler instances=1053, GP Congestion=0.7572, DRC Markers=0, area delta synth->final=45.43%, Gate Count Post-Synth=roughly 310, Post-synth mux share=0.004427, All-Layer GR Usage=0.09490, MaxCap Viol Count=0, DRT Pass-1 Iters=4, yosys stat chip area=2261 µm², Finished Cell Area=around 3300 µm², fraction of layout cells with a size suffix above 1=0.03542, Slew headroom=0.5724, DRT iter0 DRCs=35, CP Launch Type=input port, placed cell areas=3288 µm², Tot Pwr=0.0001472 W, I/O pin count=273, drt wl/cell=about 17 µm, hpwl dp=between 7 and 8 mm, yosys stat cell total=309, Flop pwr share=0, Die Footprint=15130 µm², final period utilization=0.7421, Leak=1.248 nW, f_max=192.5 MHz, power per cell area=roughly 45 nW/µm², simple share=0.1129, Final Critical Period=5.195 ns, total tool warning count=32, dominant cells by area after synthesis=buf_4 69%, a21oi_1 3.8%, o21ai_1 2.2%, Unique cell types=38, Post-CTS Setup Inserts=0, Final Worst Setup Slack=1.805 ns, MI comb area=782.0 µm², GRT Residual Overflow=0, Place WS=approximately 1.8 ns, Reg area=0 µm², Worst Path Buf+Inv=2, status=complete, no violations, first-pass GRT wire length=around 11 mm, Sw Pwr=0.00004147 W, CP max FO=20, Slew Limit Fails=0, crit path DRT=5.60 ns, CLK BUF=0, Post-Syn Area=2261 µm², Die Y=123 µm, maximum VDD drop=0.02108 mV, total number of vias=1854
-- area by class of cell --
class                           instances  area share
Multi-Input combinational cell        131      0.2378
Inverter                                3    0.003425
Tap cell                              136     0.05175
Timing Repair Buffer                  233      0.7070
-- power by group through the flow --
stage	Combinational (W)	Sequential, W	Clock (W)
finish	0.000147	0	0
global route	0.000162	0	0
CTS	0.000153	0	0
-- layout by cell type, fill, tap and decap left out, types with 4 or more instances in the layout --
| cell | count |
|---|---|
| a211oi_1 | 5 |
| a21oi_1 | 17 |
| a22o_1 | 4 |
| and2_1 | 6 |
| clkdlybuf4s50_1 | 231 |
| conb_1 | 41 |
| nand2_1 | 8 |
| o21ai_1 | 10 |
| o22ai_1 | 8 |
-- layer usage --
layer  share of wire  up-vias  global-route usage
li1                -      903                   -
met1            0.36      803              0.1093
met2            0.48      146              0.1697
met3            0.16        2             0.03978
met4          0.0033        0            0.002183
met5               0        -                   0
-- metrics by stage --
| stage | utilization | cells |
|---|---|---|
| after global placement | 0.3185 | 503 |
| after floorplan | - | 349 |
| final | 0.3185 | 503 |
| after detailed placement | 0.3185 | 503 |
| after CTS | 0.3185 | 503 |
| after global routing | 0.3185 | 503 |
-- worst min-delay path by stage --
stage	to	cells after the start	from
4_1_cts	imm32[31]	3	instr[31]
5_1_grt	imm32[31]	3	instr[31]
6_report	imm32[31]	3	instr[31]
-- cell usage after synthesis (all sizes together) (2+ instances only) --
library cell  count
a22o              4
buf             215
o21ba             2
a211oi            5
and2              6
nand4             2
nand2b            2
a21oi            18
and3              2
nor3              2
and3b             3
nor2              3
nand2             8
o21ai            10
o22ai             8
nor4              2
inv               3
-- cells by family after synthesis --
kind of cell           after synthesis
buffers and inverters              218
multiplexers                         1
other                                1
AND-OR/OR-AND                       55
AND/OR/NAND/NOR                     34
Power figures rest on the tool's default switching activity, not on a simulated workload.
