## flow/config.mk

```make
export PLATFORM = sky130hd
export DESIGN_NAME = RegisterFile
export DESIGN_NICKNAME = RegisterFile
export VERILOG_FILES = /design/flow/design.v
export SDC_FILE = /design/flow/constraint.sdc
export NUM_CORES = 4
export LEC_CHECK = 1
export CORE_UTILIZATION = 30
```

## flow/constraint.sdc

```tcl
current_design RegisterFile

set clk_period 11.7
set clk_io_pct 0.2

create_clock -name clk0 -period $clk_period [get_ports {clk}]

set non_clock_inputs [all_inputs -no_clocks]
set_input_delay [expr $clk_period * $clk_io_pct] -clock clk0 $non_clock_inputs
set_output_delay [expr $clk_period * $clk_io_pct] -clock clk0 [all_outputs]
```

## flow/design.v

```verilog
module RegisterFile(
    input clk,
    input [4:0] A2_registerNumber,
    input [4:0] A3_registerNumber,
    input we,
    input [4:0] wd_writeIndex,
    input [31:0] A1_data,
    output [31:0] rd1,
    output [31:0] rd2
);
reg [31:0] registers [31:0]  ;
assign rd1 = (A2_registerNumber == 0) ? 0 : registers[A2_registerNumber];
assign rd2 = (A3_registerNumber == 0) ? 0 : registers[A3_registerNumber];
always @(negedge clk) begin
    if(we && wd_writeIndex !=0) begin
        registers[wd_writeIndex] <= A1_data;
    end
end
endmodule
```

## flow/run.sh

```bash
#!/bin/bash
# OpenROAD 26Q1-2900-gdf79404cd8, Yosys 0.63+post, stock flow scripts
make -C /OpenROAD-flow-scripts/flow DESIGN_CONFIG=/design/flow/config.mk WORK_HOME=/design/flow/orfs finish
```

==> flow_summary_export.csv <==
group,metric,value,unit
logic_synthesis,syn_area_per_cell,20.6,µm²
power,vdd.ir_drop.worst,118,µV
clock_tree,clock_buffers_created_by_tritoncts,111,
power,p_total,10.1,mW
final_timing,final_max_slew_viol_count,0,
layout,final_cells,5657,
logic_synthesis,aoi_share,4.21,%
critical_path,kind_of_cell_adding_the_most_delay_to_the_critical_path,"AND-OR/OR-AND gates",
critical_path,number_of_buffers_and_inverters_on_the_critical_path,1,
logic_synthesis,synth_area_in_adders,0,%
die,core.rowCount,144,
routing,route.met2.wl,72600,µm
routing,route.antenna.remaining_nets,0,
layout,layout_top_cells_excl_fill_tap,"sky130_fd_sc_hd__inv_1 (1039), sky130_fd_sc_hd__edfxtp_1 (1024), sky130_fd_sc_hd__mux4_2 (471)",
layout,multiInputGateArea,15700,µm²
die,floorplan.die_area,158000,µm²
layout,syn2layout_area_growth,26.2,%
power,power_density,170,nW/µm²
clock_tree,tritoncts_num_sinks,1024,
critical_path,cp.required,9360,ps
logic_synthesis,ys_ff,1024,
layout,seqCellArea,30700,µm²
min_path,min-delay-path-class,"input pin to output port",
logic_synthesis,simple_gate_area_share,1.69,%
layout,biggestRegsByFlops,"registers x1024",
logic_synthesis,synth-xor-area-share,0,%
run_status,run_status,"finished, final reports clean",
layout,layout.cell_area.non_filler,59300,µm²
routing,m1WireLength,46400,µm
clock_tree,tritoncts,"built",
routing,drt_pass1_iterations,7,
clock_tree,clockRootBuffer,"sky130_fd_sc_hd__clkbuf_16",
routing,detailroute.via_count,29700,
clock_tree,ctsResizeCount,0,
critical_path,critical-path-max-stage-delay,830,ps
die,fp_util,30.4,%
final_timing,post_layout_worst_setup_margin,115,ps
layout,largest_reg_flops,1024,
clock_tree,cts.htree.levels,3,
final_timing,unrepaired_setup_endpoints_after_global_routing,"false",
critical_path,critPathLaunch,"registers[15][2]",
global_route,grt_antenna_before_repair,6,
logic_synthesis,mappedNetlistArea,47000,µm²
critical_path,worst_path_max_delay_cell,"sky130_fd_sc_hd__a2111oi_0",
critical_path,worstPathCellList,"mux4_2, a22o_1, a2111oi_0, nor3_1, clkdlybuf4s50_1",
min_path,hold_sp,"A3_registerNumber[1]",
routing,total_routed_length,152000,µm
die,chipWidth,398,µm
clock_tree,cts_hold_buffers,0,
layout,num-fill-cells,13400,
placement,post-place-ws,766,ps
die,core_area,155000,µm²
layout,layout.core_utilization,38.3,%
placement,dp_cells,4425,
logic_synthesis,register_share_after_synthesis,65.4,%
final_timing,hold_viol,0,
global_route,grt_pass1_vias,35800,
routing,top_signal_layer_used,"met5",
routing,routed_via_density,5.26,
logic_synthesis,muxShareOfSynthArea,26.6,%
logic_synthesis,syn-instance-count,2281,
run,tool_warnings,1030,
logic_synthesis,post_synth_main_area_contributors,"sky130_fd_sc_hd__edfxtp_1 (65%), sky130_fd_sc_hd__mux4_2 (23%), sky130_fd_sc_hd__mux2i_1 (3.1%)",
global_route,grt_first_pass_wirelength,220000,µm
final_timing,setup_violations,0,
routing,met3WireLength,27300,µm
global_route,grt_max_degree,102,
critical_path,crit_arrival,9240,ps
placement,post_dp_cell_area,51400,µm²
die,ios,113,
logic_synthesis,synth_warnings,1,
logic_synthesis,ys_top_logic_family,"multiplexers",
global_route,grt_util_all_layers,20.8,%
routing,detailedRoute.firstIterationViolations,1676,
final_timing,whs,5940,ps
logic_synthesis,synth_largest_type_area_fraction,65.4,%
placement,portBuffers,112,
routing,routedWlPerCell,26.8,µm
logic_synthesis,synth-cells-yosys,2281,
final_timing,finalSetupTns,0,ps
final_timing,maxSlewHeadroom,30.7,%
final_timing,worst_slew_pin_slew,1040,ps
logic_synthesis,largest_area_cell,"sky130_fd_sc_hd__edfxtp_1",
layout,layout_top_cell_excl_fill_tap,"sky130_fd_sc_hd__inv_1",
critical_path,cp-end-kind,"output port",
clock_tree,clk_path_buf_depth,3,
critical_path,crit_type,"flop to output port",
run,max_cap_violations,0,
power,leak_pwr,22.8,nW
global_route,grt_remaining_overflow,0,
layout,drive_above_1_share,25.0,%
placement,place.gp.congestion,0.862,
routing,route.detailed.drc,0,
placement,detailed_place_hpwl,88400,µm
critical_path,worst-path-max-fanout,2,
logic_synthesis,ys_area,47000,µm²
layout,biggest_register,"registers",
clock_tree,clk_transition_reported_paths,30,ps
critical_path,worstSetupStartpointType,"flop",
die,die_h,398,µm
logic_synthesis,synth.distinct_cells,36,
clock_tree,post-cts-setup-buffers,0,
-- cell usage after synthesis (all sizes together) --
library cell and count:
a22oi 12, conb 1, or3b 4, mux4 471, nor2 37, a22o 51, nor4b 1, a2111oi 32
nor4 5, and2 3, a211oi 36, clkbuf 84, and4b 1, o22ai 83, o221ai 29, a21oi 6
nand3 4, buf 105, mux2 37, or2 2, or3 2, inv 2, nand3b 7, edfxtp 1024
nand2b 6, o21bai 2, nor2b 16, a221oi 5, nand2 9, a32o 3, mux2i 146, nor3 55
-- per-layer routing --
layer  global-route usage, %  up-vias
met5                   0.787        -
met4                    8.41        8
met3                    18.9      318
met2                    30.6     2299
met1                    19.9    14500
li1                        -    12600
-- area by class of cell --
| type | instances | share of cell area, % |
|---|---|---|
| sequential | 1024 | 51.8 |
| multi-input combinational | 1097 | 26.4 |
| clock inverter | 1118 | 8.59 |
| clock buffer | 112 | 4.72 |
| tap | 2044 | 4.31 |
| timing repair buffer | 258 | 4.10 |
| antenna | 3 | 0.0127 |
| inverter | 1 | 0.00633 |
-- where the power goes --
part	leakage [nW]	switching [mW]	internal, mW	total (mW)
Clock	7.44	2.36	2.82	5.18
Combinational	6.08	0.413	0.334	0.747
Sequential	9.25	0.0231	4.13	4.15
-- worst paths after layout --
kind / slack (ps) / cells past startpoint / end
min: 5940 / 4 / rd2[8]
max: 120 / 5 / rd2[2]
-- logic make-up (layout without fill, tap and decap cells) --
kind of cell	Yosys count	in the layout
other	1	35
flip-flops	1024	1024
buffers and inverters	191	1489
multiplexers	654	654
AND/OR/NAND/NOR	152	152
AND-OR/OR-AND	259	259
Power is estimated from default activity; no workload was simulated.
