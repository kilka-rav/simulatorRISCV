==> /design/flow/design.v <==
module ALU(
  input [31:0] SrcA,
  input [31:0] SrcB,
  input [3:0] ALUControl,
  output reg[31:0] ALUResult,
  output reg zero
);
always @(*) begin 
  case (ALUControl)
    4'b00_00: ALUResult = SrcA + SrcB;
    4'b00_01: ALUResult = SrcA - SrcB;
    4'b01_00: ALUResult = SrcA & SrcB;
    4'b01_01: ALUResult = SrcA | SrcB;
    4'b01_10: ALUResult = SrcA ^ SrcB;
    4'b10_00: ALUResult= SrcA << SrcB[4:0];
    4'b10_10: ALUResult= SrcA >> SrcB[4:0];
    4'b10_11: ALUResult=$signed(SrcA)>>>$signed(SrcB[4:0]);
    4'b11_00: ALUResult=$signed(SrcA) < $signed(SrcB)? 32'b1:32'b0;
    4'b11_01: ALUResult = SrcA < SrcB ? 32'b1:32'b0;
    4'b01_11: ALUResult = SrcA;
    4'b11_11: ALUResult = SrcB;
    default: ;
   endcase 
   zero = (ALUResult == 0);
end
endmodule
==> /design/flow/run.sh <==
#!/bin/bash
# OpenROAD 26Q1-2900-gdf79404cd8, Yosys 0.63+post, stock flow scripts
make -C /OpenROAD-flow-scripts/flow DESIGN_CONFIG=/design/flow/config.mk WORK_HOME=/design/flow/orfs finish
==> /design/flow/config.mk <==
export PLATFORM = sky130hd
export DESIGN_NAME = ALU
export DESIGN_NICKNAME = ALU
export VERILOG_FILES = /design/flow/design.v
export SDC_FILE = /design/flow/constraint.sdc
export NUM_CORES = 4
export LEC_CHECK = 1
export CORE_UTILIZATION = 40
==> /design/flow/constraint.sdc <==
current_design ALU

set clk_period 19.5
set clk_io_pct 0.2

create_clock -name clk0 -period $clk_period

set non_clock_inputs [all_inputs -no_clocks]
set_input_delay [expr $clk_period * $clk_io_pct] -clock clk0 $non_clock_inputs
set_output_delay [expr $clk_period * $clk_io_pct] -clock clk0 [all_outputs]
==> impl_metrics.csv <==
group,metric,value,unit
final_timing,fin_crit,13.84,ns
finish,most-common-layout-cells,"a21oi_1, nor2_1, nand2_1",
global_routing,grt-ovfl-total,0,
final_timing,fin_crit_sh,0.710,
route,finalWirelength,59000,um
power_and_ir_drop,p_sw_frac,0.631,
finish,largest_reg_flops,32,
yosys,synthArstFlopShare,0,
floorplan,num_rows,60,
place,port_buffers,101,
clock_tree,postCtsHoldBufs,0,
power_and_ir_drop,p_comb_frac,0.975,
route,antenna_cells_inserted,0,
power_and_ir_drop,p_int,0.143,mW
final_timing,tns,0,ns
power_and_ir_drop,p_per_area,31.5,nW/um2
setup_path,worstPathArrival,9.94,ns
power_and_ir_drop,vdd_drop_max,18.6,uV
route,drcViolationCount,0,
yosys,synth_stat.cells,1582,
power_and_ir_drop,power_frac_clock,0,
floorplan,core-area,27200,um2
route,vias_per_cell,6.96,
route,postRouteAntennaNets,0,
yosys,yosys_most_used_dff,"dlxtn_1",
run_status,status,"complete, no violations",
yosys,edf_count,0,
floorplan,fp_util,0.411,
final_timing,max_freq,72.2,MHz
final_timing,setup_viol,0,
global_routing,grtUsageTotal,0.420,
final_timing,fin_ws,5.66,ns
floorplan,die-height,169,um
yosys,yosys_warnings,1,
yosys,avgSynthCellArea,7.07,um2
final_timing,slew_violations,0,
yosys,ys_chip_area,11200,um2
yosys,syn-cell-area,11200,um2
clock_tree,postCtsSetupBuffers,0,
global_routing,grt_pass1_vias,12600,
final_timing,relSlewSlack,0.337,
route,vias,13600,
yosys,synth_cells,1582,
power_and_ir_drop,p_leak,4.97,nW
final_timing,untimed_endpoints,64,
power_and_ir_drop,p_seq_frac,0.025,
final_timing,rsz0062_at_grt,"false",
finish,final_area,12300,um2
yosys,yosys.cell_types.count,91,
route,drtIter0Drc,1693,
worst_hold_path,hold_class,"in2out",
setup_path,crit_type,"in2out",
global_routing,grt_max_degree,63,
floorplan,die-area,28600,um2
place,post_dp_cell_area,12300,um2
final_timing,worstMarginPinSlew,0.995,ns
setup_path,worstPathMaxFanout,33,
route,dr.pass1.iters,6,
place,gp_congestion,1.09,
setup_path,cp.required,15.60,ns
route,wl_per_cell,30.2,um
finish,area_growth,9.91,%
clock_tree,cts_resized,0,
setup_path,cp-start-kind,"primary input",
worst_hold_path,whs_endpoint,"zero",
final_timing,worst_hold_slack,9.36,ns
finish,drive_gt1_frac,0.0917,
job,max_cap_viol_count,0,
worst_hold_path,hold_start,"ALUControl[0]",
worst_hold_path,holdPathStages,10,
finish,utilization,0.452,
floorplan,io_pins,101,
final_timing,hold_viol,0,
final_timing,unclocked_regs,32,
global_routing,antenna_found_initial,0,
global_routing,grt_pass1_wl,86700,um
place,dpl.hpwl,46100,um
job,warning_count,97,
yosys,ys_ff,32,
place,dpl_worst_slack,5.82,ns
floorplan,die_x,169,um
finish,final_layout_top_logic_cell,"a21oi_1",
setup_path,end_kind,"output port",
power_and_ir_drop,switching_power,0.244,mW
## cells in the mapped netlist (7+ instances only)
cell	n	share of area
a21o_1	19	0.013
o21bai_1	13	0.0087
nor2_1	140	0.047
buf_2	42	0.019
a31oi_1	14	0.0078
dlxtn_1	32	0.043
a221o_1	11	0.0098
o211ai_1	31	0.021
nor4_1	11	0.0062
nor3_1	41	0.018
ha_1	97	0.11
a2111oi_0	7	0.0055
a221oi_1	17	0.013
nand2_1	112	0.038
inv_1	106	0.036
xnor2_1	15	0.012
and3_1	10	0.0056
a22o_1	10	0.0078
o311ai_0	8	0.0063
a211o_1	11	0.0086
nand2b_1	23	0.013
mux2i_1	75	0.067
o21ai_0	75	0.034
a21oi_1	141	0.063
o22ai_1	42	0.024
or4_1	7	0.0047
nand4_1	9	0.0050
and2_1	12	0.0067
a211oi_1	32	0.021
a22oi_1	19	0.013
nand3_1	36	0.016
o21a_1	11	0.0074
clkbuf_1	70	0.024
o31ai_1	11	0.0074
o2111ai_1	7	0.0055
nor2b_1	17	0.0095
buf_1	16	0.0054
or2_2	9	0.0050
a2bb2oi_1	8	0.0063
mux4_2	39	0.079
mux2_2	33	0.033
o221ai_1	18	0.014
## critical path, cell delays in order
cell and delay (ns):
clkdlybuf4s50_1 0.46, buf_4 0.36, inv_2 0.30, ha_1 0.50
nor2_2 0.17, nand3b_1 0.15, a21oi_1 0.52, o21ai_1 0.11
a2111oi_1 0.68, a21oi_1 0.35, o311ai_0 0.43, a22oi_1 0.18
or4_1 0.53, or4b_1 0.54, nor4_2 0.24, clkdlybuf4s50_1 0.50
## per-stage QoR
| stage | std cells | total power [mW] |
|---|---|---|
| global placement | 1954 | 0.376 |
| global route | 1954 | 0.409 |
| CTS | 1954 | 0.374 |
| detailed placement | 1954 | 0.372 |
| floorplan | 1582 | 0.242 |
| finish | 1954 | 0.387 |
## power groups by stage
stage / sequential [mW] / clock, mW / combinational [mW]
final: 0.00982 / 0 / 0.377
after global routing: 0.0101 / 0 / 0.399
after CTS: 0.00989 / 0 / 0.364
## cells by family (layout without fill, tap and decap cells)
| kind of cell | after synthesis | count (layout) | share of synthesized area |
|---|---|---|---|
| buffers and inverters | 245 | 245 | 0.0927 |
| latches | 32 | 32 | 0.0430 |
| and+or+nand+nor | 465 | 465 | 0.203 |
| adders and majority gates | 99 | 99 | 0.112 |
| xor gates and xnor gates | 16 | 16 | 0.0125 |
| muxes | 148 | 148 | 0.180 |
| AOI/OAI and AO/OA | 577 | 577 | 0.356 |
## area by class of cell
cell class	count	area [um2]
well taps	372	465
fillers	2835	14900
inverters	108	405
multi-input cells	1305	9680
repair buffers	137	1250
flip-flops and latches	32	480
## routing by layer
| layer | vias to the layer above | global-route usage | wire (um) |
|---|---|---|---|
| met5 | - | 0 | 0 |
| met2 | 883 | 0.622 | 25100 |
| met3 | 153 | 0.0888 | 6220 |
| li1 | 6019 | - | - |
| met1 | 6539 | 0.601 | 24900 |
| met4 | 0 | 0.161 | 2810 |
## how the worst max path moves through the flow
stage,start,endpoint,slack [ns],cells after the start
4_1_cts,SrcB[2],zero,5.81,17
5_1_grt,SrcB[2],zero,5.41,17
6_report,SrcB[4],zero,5.66,16
No activity file was given, so power comes from the tool's default toggle rates.
